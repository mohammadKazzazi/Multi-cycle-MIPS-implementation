**design/flow/config.mk**
```make
export PLATFORM = sky130hd
export DESIGN_NAME = reg_file
export DESIGN_NICKNAME = reg_file
export VERILOG_FILES = /design/flow/design.v
export SDC_FILE = /design/flow/constraint.sdc
export NUM_CORES = 4
export LEC_CHECK = 1
export CORE_UTILIZATION = 40
```
**design/flow/constraint.sdc**
```tcl
current_design reg_file

set clk_period 9.2
set clk_io_pct 0.2

create_clock -name clk0 -period $clk_period [get_ports {clk}]

set non_clock_inputs [all_inputs -no_clocks]
set_input_delay [expr $clk_period * $clk_io_pct] -clock clk0 $non_clock_inputs
set_output_delay [expr $clk_period * $clk_io_pct] -clock clk0 [all_outputs]
```
**design/flow/design.v**
```verilog
`timescale 1ns/1ns
module async_mem(
   input clk,
   input read,
   input write,
   input [31:0] address,
   input [31:0] write_data,
   output [31:0] read_data
);
   reg [31:0] mem_data [0:1023];
   assign #7 read_data = read ? mem_data[ address[11:2] ] : 32'bxxxxxxxx;
   always @( posedge clk )
      if ( write )
         mem_data[ address[11:2] ] <= write_data;
endmodule
module reg_file(
	input  clk,
	input  write,
	input  [ 4:0] WR,
	input  [31:0] WD,
	input  [ 4:0] RR1,
	input  [ 4:0] RR2,
	output [31:0] RD1,
	output [31:0] RD2
	);
	reg [31:0] reg_data [0:31];
	assign #2 RD1 = reg_data[RR1];
	assign #2 RD2 = reg_data[RR2];
	always @(posedge clk) begin
		if(write) begin
			reg_data[WR] <= WD;
		end
		reg_data[0] <= 32'h00000000;
	end
endmodule
```
**design/flow/run.sh**
```bash
#!/bin/bash
# OpenROAD 26Q1-2900-gdf79404cd8, Yosys 0.63+post, stock flow scripts
make -C /OpenROAD-flow-scripts/flow DESIGN_CONFIG=/design/flow/config.mk WORK_HOME=/design/flow/orfs finish
```
==> Flow_metrics.wiki <==
=== Synthesis and place and route ===
{| class="wikitable"
! Metric !! Value
|-
| Run status || finished, final reports clean
|-
| Worst rel slew slack || 27.1%
|-
| Type of the most critical hold path || primary input to register
|-
| Highest attainable clock frequency || 0.139 GHz
|-
| Syn Inst Count || approximately 2400
|-
| Yosys warnings || 1
|-
| Distinct cells, synth || 26
|-
| Number of flip-flops in the largest register || 992
|-
| Number of warnings in the stage logs || 25
|-
| Top cell type by instance count after synthesis || sky130_fd_sc_hd__edfxtp_1
|-
| Area of the mapped netlist || between 0.04 and 0.05 sq mm
|-
| Antenna viol nets, final || 0
|-
| Logic pwr share || 9.2%
|-
| CTS Sinks || slightly below 1000
|-
| RePlAce Congestion || 0.888
|-
| Final worst-path cycle share || 78.1%
|-
| Overall Power || 10.1 mW
|-
| Clock buffer depth || 3
|-
| Worst-path clk slew || 0.06 ns
|-
| Final Max-Slew Violation Tally || 0
|-
| Top post-synthesis cells by area || sky130_fd_sc_hd__edfxtp_1 65%, sky130_fd_sc_hd__mux4_2 19%, sky130_fd_sc_hd__a22o_1 3.6%, sky130_fd_sc_hd__mux2i_1 3.5%, sky130_fd_sc_hd__mux2_2 1.6%
|-
| Antenna violations before repair || 5
|-
| Number of ports placed on the die boundary || 113
|-
| Half-perimeter wire length of the detailed placement result || 82500 um
|-
| Endpoint type of the worst setup path || output pin
|-
| Max cap viols || 0
|-
| Worst Max-Slew Pin Slew || 1.09 ns
|-
| Routed WL per cell || approximately 34 um
|-
| Synthesis-stage register bit count || 992
|-
| Overall chip area || between 0.1 and 0.15 sq mm
|-
| Cell accounting for the most synthesized area || sky130_fd_sc_hd__edfxtp_1
|-
| Dominant cell area share || 64.6%
|-
| CTS tree || done
|-
| Total clock buffers created by CTS || 102
|-
| Die boundary width || about 340 um
|-
| Worst-case vdd ir drop || about 0.15 mV
|-
| Most instantiated cells after synthesis || 992 x sky130_fd_sc_hd__edfxtp_1, 384 x sky130_fd_sc_hd__mux4_2, 192 x sky130_fd_sc_hd__a22o_1
|-
| Crit Path Category || primary input to output pin
|-
| Area overhead of the layout relative to synthesis || 14.0%
|-
| Largest reg by FF count || reg_data
|-
| Critical path peak fanout || 89
|-
| Total of fill cells in the finished design || 9273
|-
| Number of global-route vias before repair || 29800
|-
| Fraction of registers with async set/reset || 0%
|-
| Setup-failing EPs final || 0
|-
| Area reported by Yosys stat || around 0.046 sq mm
|-
| Level count of the clock H-tree || 3
|-
| PwrDens || around 190 mW/mm^2
|-
| Critical path arrival || 5.34 ns
|-
| Part of the total power dissipated in sequential elements || 50.2%
|-
| Postcts setup bufs || 0
|-
| Sw Pwr || 2.30 mW
|-
| Layout cell share with drive strength beyond 1 || 29.0%
|-
| Maximum number of pins on one net before global-route repair || 90
|-
| Sum of negative setup slack || 0 ns
|-
| Number of flops mapped to enable cells by yosys || 992
|-
| Pleak || 16.9 nW
|-
| Crit path DRT || between 7 and 8 ns
|-
| Category of the worst setup path launch point || primary input
|-
| Post-cts hold buffer count || 0
|-
| Global route overflow || 0
|-
| Clock share of power || between 40% and 50%
|-
| Hold violation count in the final report || 0
|-
| 1st-pass router iterations || 5
|-
| Number of rows in the core area || between 100 and 150
|-
| Number of I/O port buffers || around 110
|-
| Yosys cell count || about 2400
|-
| Setup repair after global routing missed its margin || false
|-
| Root Buffer || sky130_fd_sc_hd__clkbuf_16
|-
| Via-per-instance ratio || 6.35
|-
| Init Core Util || 40.3%
|-
| Int Pwr || 7.77 mW
|-
| Synth Seq Share || between 60% and 70%
|-
| Post-detailed-routing wire length || around 140000 um
|-
| Die outline height || 341 um
|-
| Via count || 26400
|-
| DRT iter0 DRCs || 1685
|-
| Switching portion of total power || between 20 and 25%
|-
| Ys flop type || sky130_fd_sc_hd__edfxtp_1
|-
| Cells resized by post-CTS repair || 0
|-
| Global-route wire length before repair || 205000 um
|-
| Leading registers by flop count || reg_data x992
|-
| Residual DRC count || 0
|-
| Final min period || around 7 ns
|-
| Placeable core area || 0.114 sq mm
|-
| Total GRT Usage || 26.8%
|-
| Post-Synthesis Mean Instance Area || ~19 sq um
|}
[per-stage QoR]
stage | instance area, sq um | worst slack [ns] | hold WS, ns | cells | utilization (%)
after global placement | 49300 | 2.11 | 2.66 | 3973 | 43.1
after CTS | 52600 | 2.11 | 1.94 | 4162 | 46.0
final | 52600 | 2.02 | 1.98 | 4163 | 46.0
after detailed placement | 49300 | 2.12 | 2.66 | 3973 | 43.1
after global routing | 52600 | 1.82 | 1.99 | 4162 | 46.0
after floorplan | 46100 | 4.03 | 1.94 | 2447 | -
[layout by cell type (no fill, tap or decap), types with 14 or more instances in the layout]
cell,Yosys,final
sky130_fd_sc_hd__edfxtp_1,992,992
sky130_fd_sc_hd__clkdlybuf4s50_1,0,102
sky130_fd_sc_hd__clkbuf_1,117,14
sky130_fd_sc_hd__and2_1,34,32
sky130_fd_sc_hd__buf_4,24,113
sky130_fd_sc_hd__clkinv_1,0,25
sky130_fd_sc_hd__o22ai_1,64,64
sky130_fd_sc_hd__nand2_1,67,66
sky130_fd_sc_hd__mux4_2,384,384
sky130_fd_sc_hd__mux2_2,64,64
sky130_fd_sc_hd__clkinv_2,0,25
sky130_fd_sc_hd__o31ai_1,64,64
sky130_fd_sc_hd__and3_1,32,32
sky130_fd_sc_hd__a211oi_1,64,64
sky130_fd_sc_hd__nor2_4,0,33
sky130_fd_sc_hd__o21ai_1,64,64
sky130_fd_sc_hd__mux2i_1,160,160
sky130_fd_sc_hd__a22o_1,192,192
sky130_fd_sc_hd__clkbuf_16,0,104
[power groups by stage]
stage / Sequential [mW] / Combinational [mW] / Clock (mW)
6_report: 5.05 / 0.924 / 4.09
5_1_grt: 5.06 / 0.978 / 4.32
4_1_cts: 5.05 / 0.922 / 4.14
[layer usage]
layer | GRT usage (%) | vias up | share of wire, %
li1 | - | 10800 | -
met1 | 31.4 | 13300 | 32
met2 | 38.9 | 2051 | 47
met3 | 21.6 | 273 | 19
met4 | 6.20 | 22 | 3.0
met5 | 2.90 | - | 0.30
[layout make-up]
type | instances | area (sq um) | area share, %
inverter | 2 | 7.51 | 0.0143
multi-input combinational | 1242 | 15600 | 29.6
timing repair buffer | 225 | 2030 | 3.87
tap | 1512 | 1890 | 3.60
sequential | 992 | 29800 | 56.7
clock buffer | 118 | 2660 | 5.05
antenna | 1 | 2.50 | 0.00476
clock inverter | 71 | 631 | 1.20
[kinds of logic (layout without fill, tap and decap cells)]
logic type / after synthesis / in the layout / synth area share, %
AOI/OAI and AO/OA: 448 / 448 / 7.30
muxes: 608 / 608 / 23.8
and+or+nand+nor: 186 / 186 / 2.00
other: 0 / 1 / 0
DFF: 992 / 992 / 64.6
buffers and inverters: 213 / 416 / 2.28
[worst paths after layout]
| path | to | startpoint | slack, ns | cells past startpoint |
|---|---|---|---|---|
| hold / removal | reg_data[24][4] | WD[4] | 1.98 | 2 |
| setup / recovery | RD1[15] | RR1[2] | 2.02 | 9 |
[worst max-delay path, cell delays in order]
cell and delay, ns:
sky130_fd_sc_hd__clkbuf_8 0.52, sky130_fd_sc_hd__buf_12 0.56, sky130_fd_sc_hd__nand2_1 0.14, sky130_fd_sc_hd__buf_4 0.33, sky130_fd_sc_hd__o22ai_1 0.23, sky130_fd_sc_hd__a211oi_1 0.08
sky130_fd_sc_hd__o31ai_1 0.84, sky130_fd_sc_hd__buf_4 0.24, sky130_fd_sc_hd__clkdlybuf4s50_1 0.45
Power is estimated from default activity; no workload was simulated.
